==> design.v <==
`timescale 1ns / 1ps
module usb_write(
        input                   CLKOUT,
        input                   rst_n,
        input                   FLAGD,  
        input                   FLAGA,  
        output                  SLWR,
        output                  SLRD,
        output                  SLOE,
        output  wire            IFCLK,
        output  wire [ 1: 0]    FIFOADR,
		output  wire [ 3: 0]    LED,
		output  wire [ 2: 0]    cstate, 
		output  wire            pktend, 
        inout   wire [15: 0]    FDATA
    );
    parameter SEND_PKTEND = 3'b010;
    parameter IDLE = 3'b100;
    parameter WRITE_DATA = 3'b011;
    reg [2: 0] current_state = IDLE;
    reg [2: 0] next_state;
    assign IFCLK = ~CLKOUT;
    reg next_SLWR = 1'b1;
    reg next_SLRD = 1'b1;
    reg next_SLOE = 1'b1;
    reg next_pktend = 1'b1;
    reg [1:0] next_FIFOADR = 2'b10;
    reg [15:0] cnt = 0;
    assign SLWR = next_SLWR;
    assign SLRD = next_SLRD;
    assign SLOE = next_SLOE;
    assign pktend = next_pktend;
    assign LED[2:0] = next_state;
    assign LED[3] = FLAGD;
    assign cstate = current_state;
    assign FIFOADR = next_FIFOADR;
    assign FDATA = (next_state == WRITE_DATA)? {8'd0,cnt[7:0]}:16'hzzzz;
    always @(*) begin
        case(current_state)
            IDLE:begin
                if(FLAGD == 1'b1)begin
                    next_state = WRITE_DATA;
                end
                else begin
                    next_state = IDLE;
                end
            end
            WRITE_DATA:begin
                if (cnt[3:0] == 4'd15)begin
                    next_state = SEND_PKTEND;
                end
                else if(FLAGD == 1'b0)begin
                    next_state = IDLE;
                end
                else begin
                    next_state = WRITE_DATA;
                end
            end
            SEND_PKTEND:begin
                if(FLAGD == 1'b0)begin
                    next_state = IDLE;
                end
                else begin
                    next_state = WRITE_DATA;
                end
            end
            default:begin
                next_state = IDLE;
            end
        endcase
    end
    always @(*) begin
        case(current_state)
            WRITE_DATA:begin
                next_SLWR = 1'b0;
                next_SLRD = 1'b1;
                next_SLOE = 1'b1;
                next_pktend = 1'b1;
            end
            SEND_PKTEND:begin
                next_SLWR = 1'b0;
                next_SLRD = 1'b1;
                next_SLOE = 1'b1;
                next_pktend = 1'b0;                
            end
            default:begin
                next_SLWR = 1'b1;
                next_SLRD = 1'b1;
                next_SLOE = 1'b1;
                next_pktend = 1'b1;
            end
        endcase
    end
    always @(*) begin
        if(current_state == IDLE)begin
            next_FIFOADR[1:0] = 2'b10;  
        end
        else begin
            next_FIFOADR[1:0] = 2'b10;
        end
    end
    always@(posedge CLKOUT, negedge rst_n) begin
        if(rst_n == 1'b0)begin
            current_state <= IDLE;
        end
        else begin
            current_state <= next_state;
        end
    end
    always@(posedge CLKOUT)begin
        if(next_state == WRITE_DATA)begin
            cnt <= cnt + 16'b1;
        end
        else begin
            cnt <= cnt + 16'b0;
        end
    end
endmodule
==> run.sh <==
#!/bin/bash
# OpenROAD 26Q1-2900-gdf79404cd8, Yosys 0.63+post, stock flow scripts
make -C /OpenROAD-flow-scripts/flow DESIGN_CONFIG=/design/flow/config.mk WORK_HOME=/design/flow/orfs finish
==> config.mk <==
export PLATFORM = sky130hd
export DESIGN_NAME = usb_write
export DESIGN_NICKNAME = usb_write
export VERILOG_FILES = /design/flow/design.v
export SDC_FILE = /design/flow/constraint.sdc
export NUM_CORES = 4
export LEC_CHECK = 1
export CORE_AREA = 10 10 75 75
export DIE_AREA = 0 0 85 85
==> constraint.sdc <==
current_design usb_write

set clk_period 2.0
set clk_io_pct 0.2

create_clock -name clk0 -period $clk_period [get_ports {CLKOUT}]

set non_clock_inputs [all_inputs -no_clocks]
set_input_delay [expr $clk_period * $clk_io_pct] -clock clk0 $non_clock_inputs
set_output_delay [expr $clk_period * $clk_io_pct] -clock clk0 [all_outputs]
==> ci_impl_report.md <==
### Flow metrics

| Metric | Value |
|---|---|
| Ys Warns | `2` |
| Post-Syn Area per Cell | `10.99 um^2` |
| Chip Area, Yosys | `between 600 and 700 um^2` |
| # hold bufs at CTS | `0` |
| First Err | `[error] [KeplerFormal.cpp:679] Workflow failed: Iso has multiple drivers: .FDATA4, FDATA[4]$_DFFE_PN_.Q0` |
| HPWL after detailed placement | `1.245 mm` |
| Root Buffer | `clkbuf_8` |
| Synthesis-stage register bit count | `11` |
| Post-CTS Setup Inserts | `9` |
| Die Width | `85 um` |
| Stopped at | `clock tree synthesis` |
| Mapped Area | `604.3 um^2` |
| Placed insts | `about 120` |
| Clock tree buffer depth | `2` |
| # rows | `23` |
| CTS H-tree lvls | `1` |
| Syn Inst Count | `55` |
| RD Place Congestion | `just under 0.8` |
| Die H | `85 um` |
| CTS buffer count | `3` |
| Status | `aborted with a tool error` |
| Fp_density | `14.89%` |
| Port Buffers | `12` |
| # IOs | `34` |
| CTS resizes | `13` |
| Ys cells | `55` |
| Post-synth seq share | `52.38%` |
| Unique masters post-synth | `21` |
==> Yosys cell counts <==
cell / instances / share of area [%]
o21ai_0: 2 / 1.7
dfrtp_1: 2 / 8.3
xnor2_1: 3 / 4.3
and3_1: 1 / 1.0
buf_4: 13 / 16
ha_1: 1 / 2.1
nor2_1: 2 / 1.2
nand3_2: 1 / 1.7
edfxtp_1: 8 / 40
inv_1: 3 / 1.9
and4_1: 1 / 1.4
nor2b_1: 1 / 1.0
o21ai_1: 1 / 0.83
nand2b_1: 1 / 1.0
nor3_2: 1 / 1.7
nand3_1: 3 / 2.5
xor2_1: 3 / 4.3
conb_1: 2 / 1.2
dfstp_2: 1 / 4.3
and2_1: 1 / 1.0
nand2_1: 4 / 2.5
==> cell families after synthesis <==
logic type               count (synthesis)  share of synthesized area [%]
AND-OR/OR-AND                            3                          2.484
adder cells (fa/ha/maj)                  1                          2.070
flip-flops                              11                          52.38
other                                    2                          1.243
XOR/XNOR                                 6                          8.697
AND/OR/NAND/NOR                         16                          15.12
buffers and inverters                   16                          18.01
==> per-stage QoR <==
stage          worst slack [ns]  area (um^2)  util, %  setup TNS (ns)
3_5_place_dp            -0.1792        779.5    19.21         -0.3229
3_3_place_gp            -0.1230        779.5    19.21         -0.2283
2_1_floorplan           0.08129        641.9        -               0
