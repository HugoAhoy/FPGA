==> /design/flow/design.v <==
`timescale 1ns / 1ps
module conv_3_3
(
    CLK,
	 rst_n,
	 PATCH,
	 KERNEL,
	 RESULT
    );
    input CLK;
    input rst_n;
    input  wire [9*16-1:0] PATCH;
    input  wire [9*16-1:0] KERNEL;
    output wire [63:0] RESULT;
    reg [63:0] reg_output;
    assign RESULT = reg_output;
    reg [15:0] PIXELS [8:0];
    reg [15:0] KERNEL_WEIGHT [8:0];
    reg [31:0] TEMP_RES [8:0];
	 always @(*) begin 
	     {PIXELS[0],PIXELS[1],PIXELS[2],PIXELS[3],PIXELS[4],PIXELS[5],PIXELS[6],PIXELS[7],PIXELS[8]}<=PATCH;
	     {KERNEL_WEIGHT[0],KERNEL_WEIGHT[1],KERNEL_WEIGHT[2],KERNEL_WEIGHT[3],KERNEL_WEIGHT[4],KERNEL_WEIGHT[5],KERNEL_WEIGHT[6],KERNEL_WEIGHT[7],KERNEL_WEIGHT[8]}<=KERNEL;
	 end
	 always @(*) begin 
	     TEMP_RES[0] = PIXELS[0]*KERNEL_WEIGHT[0];
	     TEMP_RES[1] = PIXELS[1]*KERNEL_WEIGHT[1];
	     TEMP_RES[2] = PIXELS[2]*KERNEL_WEIGHT[2];
	     TEMP_RES[3] = PIXELS[3]*KERNEL_WEIGHT[3];
	     TEMP_RES[4] = PIXELS[4]*KERNEL_WEIGHT[4];
	     TEMP_RES[5] = PIXELS[5]*KERNEL_WEIGHT[5];
	     TEMP_RES[6] = PIXELS[6]*KERNEL_WEIGHT[6];
	     TEMP_RES[7] = PIXELS[7]*KERNEL_WEIGHT[7];
	     TEMP_RES[8] = PIXELS[8]*KERNEL_WEIGHT[8];
	 end
	 integer i;
	 always @(*) begin 
        reg_output = 0;
        for(i=0; i < 9; i=i+1)
            reg_output = reg_output + {32'd0, TEMP_RES[i]};
	 end
endmodule
`timescale 1ns/1ps
module  usb(  
        input                   CLKOUT,
        input                   rst_n,
        input                   FLAGD,  
        input                   FLAGA,  
        output                  SLWR,
        output                  SLRD,
        output                  SLOE,
        output  wire            IFCLK,
        output  wire [ 1: 0]    FIFOADR,
        inout   wire [15: 0]    FDATA,
        output  wire [2:0]      cState,
        output  wire [15:0]     WCount,
        output  wire [15:0]     RCount
);
localparam IDLE = 3'b000;  
localparam SELECT_WRITE_FIFO = 3'b001;  
localparam SELECT_READ_FIFO = 3'b010;  
localparam WRITE_DATA = 3'b011;  
localparam READ_DATA = 3'b100;  
localparam CONV = 3'b101;  
reg [2: 0] current_state;
reg [2: 0] next_state;
assign cState = current_state;
assign IFCLK = ~CLKOUT;
reg next_SLWR;
reg next_SLRD;
reg next_SLOE;
reg [1:0] next_FIFOADR;
reg [15:0] MEM[16'd32-1:0];
wire [15:0] RES[3:0];
reg [15:0] rcounter = 0;
reg [15:0] wcounter = 0;
assign RCount = rcounter;
assign WCount = wcounter;
assign FDATA = (FLAGD == 1'b1 & wcounter > 0 & (current_state == SELECT_WRITE_FIFO| current_state == WRITE_DATA))? RES[wcounter[1:0]-2'b1]:16'hzzzz;
reg [3:0] CONV_WAIT = 4'd4;
assign SLWR = next_SLWR;
assign SLRD = next_SLRD;
assign SLOE = next_SLOE;
assign FIFOADR = next_FIFOADR;
conv_3_3 conv(
    .CLK(CLKOUT),
    .rst_n(1'b1),
    .PATCH({MEM[0],MEM[1],MEM[2],MEM[3],MEM[4],MEM[5],MEM[6],MEM[7],MEM[8]}),
    .KERNEL({MEM[9],MEM[10],MEM[11],MEM[12],MEM[13],MEM[14],MEM[15],MEM[16],MEM[17]}),
    .RESULT({RES[3],RES[2],RES[1],RES[0]})
);
always @(*) begin
    case(current_state)
        IDLE:begin
            next_state = SELECT_READ_FIFO;
        end
        SELECT_READ_FIFO:begin
            if(rcounter < 16'd18)begin
                if (FLAGA == 1'b1)begin
                    next_state = READ_DATA;
                end
                else begin
                    next_state = SELECT_READ_FIFO;
                end
            end
            else begin
                next_state = CONV;
            end
        end
        READ_DATA:begin
            next_state = SELECT_READ_FIFO;
        end
        CONV:begin
            if(CONV_WAIT == 4'b0)begin
                next_state = SELECT_WRITE_FIFO;
            end
            else begin
                next_state = CONV;
            end
        end
        SELECT_WRITE_FIFO:begin
            if(wcounter < 16'd4)begin
                if (FLAGA == 1'b1)begin
                    next_state = WRITE_DATA;
                end
                else begin
                    next_state = SELECT_WRITE_FIFO;
                end
            end
            else begin
                next_state = IDLE;
            end
        end
        WRITE_DATA:begin
            next_state = SELECT_WRITE_FIFO;
        end
        default:begin
            next_state = IDLE;
        end
    endcase
end
always @(*) begin
    case (current_state)
        IDLE:begin
            next_SLWR = 1'b1;
            next_SLRD = 1'b1;
            next_SLOE = 1'b1;
        end
        SELECT_READ_FIFO:begin
            next_SLWR = 1'b1;
            next_SLRD = 1'b1;
            next_SLOE = 1'b0;            
        end
        SELECT_WRITE_FIFO:begin
            next_SLWR = 1'b1;
            next_SLRD = 1'b1;
            next_SLOE = 1'b1;
        end
        WRITE_DATA:begin
            next_SLWR = ~FLAGD;
            next_SLRD = 1'b1;
            next_SLOE = 1'b1;
        end
        READ_DATA:begin
            next_SLWR = 1'b1;
            next_SLRD = ~FLAGA;
            next_SLOE = 1'b0;
        end
        CONV:begin
            next_SLWR = 1'b1;
            next_SLRD = 1'b1;
            next_SLOE = 1'b1;
        end
        default: begin
            next_SLWR = 1'b1;
            next_SLRD = 1'b1;
            next_SLOE = 1'b1;
        end
    endcase
end
always @(*) begin
    case (current_state)
        IDLE:begin
            next_FIFOADR[1:0] = 2'b00;
        end
        SELECT_READ_FIFO:begin
            next_FIFOADR[1:0] = 2'b00;
        end
        READ_DATA:begin
            next_FIFOADR[1:0] = 2'b00;
        end
        SELECT_WRITE_FIFO:begin
            next_FIFOADR[1:0] = 2'b10;
        end
        WRITE_DATA:begin
            next_FIFOADR[1:0] = 2'b10;
        end
        CONV:begin
            next_FIFOADR[1:0] = 2'b10;
        end
        default: begin
            next_FIFOADR[1:0] = 2'b00;
        end
    endcase
end
always@(posedge CLKOUT, negedge rst_n) begin
	if(rst_n == 1'b0)begin
        current_state <= IDLE;
    end
    else begin
        current_state <= next_state;
    end
end
always@(posedge CLKOUT)begin
    if(current_state == IDLE)begin
        wcounter <= 0;
    end
    else if(next_state == WRITE_DATA)begin
        wcounter <= wcounter + FLAGD;  
    end
    else begin
        wcounter <= wcounter;
    end
end
always@(posedge CLKOUT)begin
    if(current_state == IDLE)begin
        rcounter <= 0;
    end
    else if(next_state == READ_DATA)begin
        rcounter <= rcounter + FLAGA;  
    end
    else begin
        rcounter <= rcounter;
    end
end
always@(posedge CLKOUT)begin
    case(current_state)
        IDLE:begin
            CONV_WAIT <= 4'd4;
        end
        CONV:begin
            CONV_WAIT <= CONV_WAIT - 1;
        end
        default:begin
            CONV_WAIT <= CONV_WAIT;
        end
    endcase
end
always @(posedge CLKOUT) begin
    if(next_state == READ_DATA)begin
        MEM[rcounter] <= FDATA;
    end
end
endmodule
==> /design/flow/run.sh <==
#!/bin/bash
# OpenROAD 26Q1-2900-gdf79404cd8, Yosys 0.63+post, stock flow scripts
make -C /OpenROAD-flow-scripts/flow DESIGN_CONFIG=/design/flow/config.mk WORK_HOME=/design/flow/orfs finish
==> /design/flow/config.mk <==
export PLATFORM = sky130hd
export DESIGN_NAME = usb
export DESIGN_NICKNAME = usb
export VERILOG_FILES = /design/flow/design.v
export SDC_FILE = /design/flow/constraint.sdc
export NUM_CORES = 4
export LEC_CHECK = 1
export CORE_UTILIZATION = 30
==> /design/flow/constraint.sdc <==
current_design usb

set clk_period 20.5
set clk_io_pct 0.2

create_clock -name clk0 -period $clk_period [get_ports {CLKOUT}]

set non_clock_inputs [all_inputs -no_clocks]
set_input_delay [expr $clk_period * $clk_io_pct] -clock clk0 $non_clock_inputs
set_output_delay [expr $clk_period * $clk_io_pct] -clock clk0 [all_outputs]
==> results.txt <==
run metrics: Die X=between 500 and 600 um, Yosys Chip Area=just under 0.09 mm2, # hold bufs at CTS=0, row cnt=199, PortBufs=43, Root Buffer=clkbuf_16, comb area leader=adder cells, outcome=aborted with a tool error, asr flop ratio synth=0.917%, XORs/XNORs by Area=0.641%, Setup Buffers After CTS=0, Die Y=between 500 and 600 um, yosys cell count=around 8,900, Top FF cell, synth=edfxtp_1, synth unique cells=approximately 70, Cells after DPL=roughly 13,000, Post-CTS Resized=0, YS warnings=6, mux frac, synth=0.0563%, DP HPWL=about 220 mm, Fail Step=clock tree synthesis, count of library flops with an enable pin=around 290, clock buffer depth=3, Synthesized registers=approximately 330, syn avg cell area=9.95 um2, Adders+Majority by Area=between 60% and 70%, H-tree Lvls=2, Post-Synthesis Cells=slightly below 9,000, num ports=around 60, simple share=13.9%, Post-Syn Area=0.0888 mm2, starting density of the core=30.2%, Seq/Total Area, Yosys=about a tenth, Place WS=~2.0 ns, Run Error=[error] [KeplerFormal.cpp:679] Workflow failed: Iso has multiple drivers: .FDATA0, _17062_.X0, Compound Share, Synth=1.61%, Placer Congestion=around 1.0, TritonCTS Buffers=roughly 44
[per-stage QoR]
stage / total power [W] / area [um2]
global placement: 0.0642 / 93900
floorplan: 0.0817 / 88800
detailed placement: 0.118 / 93900
[cell families after synthesis]
| family | count (synthesis) |
|---|---|
| adder cells (fa/ha/maj) | 3026 |
| buffers and inverters | 2774 |
| AND/OR/NAND/NOR | 2519 |
| flip-flops | 327 |
| AND-OR/OR-AND | 212 |
| XOR/XNOR | 65 |
| multiplexers | 5 |
| other | 1 |
[synth_stat cells, types with 4 or more instances]
cell / count / area (um2)
inv_1: 2465 / 9250
dfxtp_1: 32 / 641
o21ai_1: 6 / 30.0
ha_1: 812 / 10200
nand4_1: 11 / 68.8
o22ai_1: 13 / 81.3
and3_1: 6 / 37.5
nor3_1: 13 / 65.1
buf_1: 4 / 15.0
clkbuf_1: 300 / 1130
nor2_1: 61 / 229
a21oi_1: 63 / 315
nand3b_1: 4 / 30.0
mux2i_1: 5 / 50.1
and2_1: 1066 / 6670
a31oi_1: 8 / 50.1
fa_1: 2214 / 44300
nor2b_1: 32 / 200
xnor2_1: 41 / 359
a21o_1: 27 / 203
o211ai_1: 5 / 37.5
nand2b_1: 9 / 56.3
nor4_1: 6 / 37.5
o21a_1: 7 / 52.6
or3b_2: 4 / 35.0
nand2_1: 1284 / 4820
o21ai_0: 24 / 120
edfxtp_1: 292 / 8770
nand3_1: 13 / 65.1
o21bai_1: 10 / 75.1
xor2_1: 24 / 210
a221o_1: 5 / 50.1
No activity file was given, so power comes from the tool's default toggle rates.
